<file path="design/flow/run.sh">
#!/bin/bash
# OpenROAD 26Q1-2900-gdf79404cd8, Yosys 0.63+post, stock flow scripts
make -C /OpenROAD-flow-scripts/flow DESIGN_CONFIG=/design/flow/config.mk WORK_HOME=/design/flow/orfs finish
</file>
<file path="design/flow/config.mk">
export PLATFORM = sky130hd
export DESIGN_NAME = reg_ctrl
export DESIGN_NICKNAME = reg_ctrl
export VERILOG_FILES = /design/flow/design.v
export SDC_FILE = /design/flow/constraint.sdc
export NUM_CORES = 4
export LEC_CHECK = 1
export CORE_UTILIZATION = 40
</file>
<file path="design/flow/constraint.sdc">
current_design reg_ctrl

set clk_period 30.6
set clk_io_pct 0.2

create_clock -name clk0 -period $clk_period [get_ports {clk}]

set non_clock_inputs [all_inputs -no_clocks]
set_input_delay [expr $clk_period * $clk_io_pct] -clock clk0 $non_clock_inputs
set_output_delay [expr $clk_period * $clk_io_pct] -clock clk0 [all_outputs]
</file>
<file path="design/flow/design.v">
module reg_ctrl 
  # (
     parameter ADDR_WIDTH   = 8,
     parameter DATA_WIDTH   = 16,
     parameter DEPTH     = 256,
     parameter RESET_VAL    = 16'h1234
  )
  ( input           clk,
    input           rstn,
    input [ADDR_WIDTH-1:0]   addr,
    input           sel,
    input           wr,
    input [DATA_WIDTH-1:0]   wdata,
    output reg [DATA_WIDTH-1:0]   rdata,
    output reg        ready);
    reg [DATA_WIDTH-1:0] ctrl [DEPTH];
  reg  ready_dly;
  wire ready_pe;
  always @ (posedge clk) begin
    if (!rstn) begin
      for (int i = 0; i < DEPTH; i += 1) begin
        ctrl[i] <= RESET_VAL;
      end
    end else begin
      if (sel & ready & wr) begin
          ctrl[addr] <= wdata;
      end
      if (sel & ready & !wr) begin
          rdata <= ctrl[addr];
      end else begin
          rdata <= 0;
        end
    end
  end
  always @ (posedge clk) begin
    if (!rstn) begin
      ready <= 1;
    end else begin
      if (sel & ready_pe) begin
        ready <= 1;
      end
   if (sel & ready & !wr) begin
       ready <= 0;
     end
    end
  end
  always @ (posedge clk) begin
    if (!rstn) ready_dly <= 1;
       else ready_dly <= ready;
  end
   assign ready_pe = ~ready & ready_dly;
endmodule
</file>
==> flow_results.org <==
#+TITLE: Implementation results

** Logic synthesis
- Synthesized instance count :: 12591
- In the Yosys stats the netlist draws on around 49 distinct library cells.
- The top cell type by area accounts for 65.5% of the synthesized area.
- Asr flop ratio synth :: 0%
- Library cell occupying the most area in the post-synthesis netlist :: sky130_fd_sc_hd__edfxtp_1
- The area recorded from the Yosys report for this design is roughly 190000 um2.
- Sequential share of the synthesized area :: 65.5%
- The warning tally printed by Yosys for this design is 1.
- Dominant Register Cell :: sky130_fd_sc_hd__edfxtp_1
- The post-synth count of flops with an enable pin is 4112.
- Synth top area cells :: sky130_fd_sc_hd__edfxtp_1, sky130_fd_sc_hd__mux4_2, sky130_fd_sc_hd__and2_1
- Once synthesis finished, the tally of register bits stood at 4114.
- In this run the cell area of the synthesized design comes to 189000 um2.
- For this design, Yosys synthesis ends with a cell count of between 10000 and 15000.
- Synthesized area divided by synthesized cell count :: approximately 15 um2

** Power
- Per the OpenROAD power report, leakage power amounts to 66.9 nW.
- Largest vdd supply drop :: 0.0592 mV
- The report lists the power per cell area as a little under 60 nW/um2.
- The design draws 12.2 mW.

** Placement
- In this run the tool buffered the top-level ports with 44 buffer cells.
- Summed over all nets, the half-perimeter wirelength after detailed placement is around 340 mm.
- Final estimated routing congestion in global placement :: roughly 0.9
- The placed instances occupy a cell area of 196000 um2.

** Critical path
- Slowest cell on the critical path :: sky130_fd_sc_hd__o31ai_1
- Cell-by-cell trace of the critical path :: buf_12 -> buf_4 -> buf_4 -> buf_4 -> buf_4 -> buf_4 -> mux4_2 -> a22oi_1 -> a21oi_1 -> o31ai_1 -> buf_4 -> nand3_1
- Req. time, crit path :: 31.31 ns
- On the critical path the data arrives at 12.15 ns.
- The largest single stage delay on the critical path is approximately 0.95 ns.
- The worst setup path is captured at a flip-flop.
- Maximum net fanout on the critical path :: 49
- The worst setup path is launched from a primary input.
- The critical path in this run is classified as in2reg.
- Dominant delay contributor by cell family on the critical path :: buffers and inverters
- Per the post-run analysis, buffers plus inverters along the critical path come to 7.
- Cell seen most often among critical-path stages :: sky130_fd_sc_hd__buf_4

** GRT
- Vias in the first global route :: roughly 110k
- Wire length of the first global-routing pass :: 793 mm
- Entering global routing, the biggest net connects 98 pins.
- The number of antenna violations at the first check in global routing came to 32.
- All-Layer GR Usage :: 25.2%
- Overflow left after global routing :: 0

** Timing
- Hold-check failures listed in the final report amount to 0.
- Part of the cycle the worst path needs :: 37.4%
- Per the timing report, the achievable frequency comes out to 0.0874 GHz.
- Worst clock skew on the final layout :: 0.0603 ns
- TNS Setup :: 0 ns
- Post-layout min period :: roughly 11 ns
- Setup repair after global routing left no endpoint under its margin.
- Fin. max-slew vios :: 0
- The worst-case max-slew headroom was logged as under 10%.
- The final report lists the setup-violating endpoint count as 0.
- The pin closest to its max-slew limit shows a slew of ~1.3 ns.

** Routing
- In the post-route report, total wirelength is listed as 546 mm.
- Iteration count of the initial detailed-routing pass :: 5
- In this run the remaining antenna-violating nets after routing total 0.
- For this run, the detailed router reports a per-instance via density of 5.66.
- Count of routing violations after the opening detailed-route iteration :: 6770
- The script logs the mean routed wire length per placed instance as 29.0 um.
- Via Count :: 106327
- Total DRC errors in the routed layout :: 0

** Clock tree
- Clk Latency, worst-skew pair :: 1.01 ns
- Post-cts gate resize count :: 0
- On the worst setup and hold paths after CTS, the clock-pin slew comes to 0.06 ns.
- TritonCTS built the clock tree.
- Buffers added to address setup during post-CTS repair amount to 0.
- The cell sitting at the root of the clock tree is a sky130_fd_sc_hd__clkbuf_16.
- Clock tree synthesis found a total of slightly above 4000 sinks.
- Per the CTS log, the buffer count on the longest clock path is 4.
- Per the TritonCTS log, the buffer count is ~440.
- Cts hold-fix bufs :: 0
- Per the CTS log, the maximum H-tree level is 5.

** Final layout
- Most common logic cells in the final layout :: sky130_fd_sc_hd__edfxtp_1, sky130_fd_sc_hd__and2_1, sky130_fd_sc_hd__or3_1
- In this run the layout overhead on the synthesized area is reported as 11.1%.
- Share of the core filled with cells :: about 45%
- Share of cells above drive strength 1 :: 17.9%
- Final cell area excluding filler cells :: 210000 um2
- Most common cell after layout, fill and taps aside :: sky130_fd_sc_hd__edfxtp_1

** Floorplanning
- Placement Rows :: 251
- The core region is 468000 um2.
- After floorplanning, the die was sized to cover 474000 um2.
- Die span in x :: about 690 um
- The share of the core area taken by cells at floorplan is 40.3%.
- Height of the chip :: a little under 700 um
- According to the I/O placement log, the pin count is 45.

** Job
- Number of max-cap violations :: 0
- In this run the tools logged warnings totalling 26.

** Hold path
- Worst Hold Class :: reg2reg

** Run status
- Outcome :: finished, final reports clean
==> Yosys cell counts, types with 46 or more instances <==
cell                       count
sky130_fd_sc_hd__a22oi_1     266
sky130_fd_sc_hd__nand2b_1     67
sky130_fd_sc_hd__edfxtp_1   4112
sky130_fd_sc_hd__buf_2       150
sky130_fd_sc_hd__o21ai_0     310
sky130_fd_sc_hd__o211ai_1     46
sky130_fd_sc_hd__or3_1      1235
sky130_fd_sc_hd__mux2i_1     221
sky130_fd_sc_hd__clkbuf_1   1217
sky130_fd_sc_hd__buf_4        55
sky130_fd_sc_hd__mux4_2      958
sky130_fd_sc_hd__nand2_1     293
sky130_fd_sc_hd__nand3_1      67
sky130_fd_sc_hd__nor2_1      292
sky130_fd_sc_hd__and2_1     2836
sky130_fd_sc_hd__a21oi_1     115
==> power by group <==
group | internal, mW | leakage (nW) | total (mW) | switching, mW
registers | 6.32 | 38.2 | 6.36 | 0.0405
clock network | 2.90 | 6.69 | 5.10 | 2.21
logic | 0.229 | 22.0 | 0.754 | 0.525
==> metrics by stage <==
step	setup WS, ns	hold WS (ns)	std cells
floorplan	21.44	0.464	12591
global placement	17.91	0.494	17943
detailed placement	18.06	0.527	17943
CTS	19.09	0.539	18752
global route	18.91	0.603	18778
finish	19.16	0.533	18795
==> layout make-up <==
type                            count  area [um2]
Fill cell                       38912      259000
Timing Repair Buffer              636        5060
Inverter                            1        6.26
Clock buffer                      528       11300
Tap cell                         6198        7750
Sequential cell                  4114      124000
Antenna cell                       43         108
Clock inverter                    281        2340
Multi-Input combinational cell   6994       59400
==> state kept, by name, indices dropped and copies added, names as in the netlist <==
register,cells
ctrl,4096
rdata,16
ready,1
ready_dly,1
==> logic make-up (layout without fill, tap and decap cells) <==
| family | count (synthesis) | in the layout | share of synthesized area (%) |
|---|---|---|---|
| compound gates | 893 | 893 | 3.05 |
| buf+inv | 1483 | 1446 | 3.28 |
| flops | 4114 | 4114 | 65.5 |
| mux | 1190 | 1190 | 12.7 |
| simple gates | 4911 | 4911 | 15.5 |
| other cells | 0 | 43 | 0 |
==> worst register-to-register path: stages (launching register included) <==
cell                      delay, ns
sky130_fd_sc_hd__dfxtp_1       0.45
sky130_fd_sc_hd__and4_2        0.25
sky130_fd_sc_hd__buf_4         0.47
sky130_fd_sc_hd__nand3_4       0.72
sky130_fd_sc_hd__buf_4         0.53
sky130_fd_sc_hd__o21ai_1       1.09
sky130_fd_sc_hd__buf_4         0.43
==> layer usage <==
layer | wire length, um | share of wire, % | up-vias | track usage [%]
li1 | - | - | 46380 | -
met1 | 178000 | 33 | 52644 | 29.4
met2 | 251000 | 46 | 6354 | 36.6
met3 | 95400 | 17 | 893 | 19.5
met4 | 18200 | 3.3 | 56 | 6.82
met5 | 2260 | 0.41 | - | 3.49
==> worst paths after layout <==
check	slack, ns	endpoint	from	depth (start not counted)
max	19.16	rdata[3]$_SDFFCE_PN0P_	addr[0]	12
min reg2reg	0.53	ready$_SDFFE_PN1P_	ready_dly$_SDFF_PN1_	2
min	0.53	ready$_SDFFE_PN1P_	ready_dly$_SDFF_PN1_	2
max reg2reg	26.30	ctrl[244][14]$_SDFFCE_PN0P_	ready$_SDFFE_PN1P_	6
Power figures rest on the tool's default switching activity, not on a simulated workload.
