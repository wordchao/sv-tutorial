<file path="./config.mk">
export PLATFORM = sky130hd
export DESIGN_NAME = switch
export DESIGN_NICKNAME = switch
export VERILOG_FILES = /design/flow/design.v
export SDC_FILE = /design/flow/constraint.sdc
export NUM_CORES = 4
export LEC_CHECK = 1
export CORE_UTILIZATION = 40
</file>
<file path="./constraint.sdc">
current_design switch

set clk_period 1.4
set clk_io_pct 0.2

create_clock -name clk0 -period $clk_period [get_ports {clk}]

set non_clock_inputs [all_inputs -no_clocks]
set_input_delay [expr $clk_period * $clk_io_pct] -clock clk0 $non_clock_inputs
set_output_delay [expr $clk_period * $clk_io_pct] -clock clk0 [all_outputs]
</file>
<file path="./design.v">
module switch 
  # (parameter ADDR_WIDTH = 8,
     parameter DATA_WIDTH = 16,
     parameter ADDR_DIV = 8'h3F
    )
  ( input clk,
     input rstn,
    input vld,
    input [ADDR_WIDTH-1:0]   addr,
   input [DATA_WIDTH-1:0]   data,
   output reg [ADDR_WIDTH-1:0]   addr_a,
   output reg [DATA_WIDTH-1:0]   data_a,
   output reg [ADDR_WIDTH-1:0]   addr_b,
   output reg [DATA_WIDTH-1:0]   data_b
  );
  always @ (posedge clk) begin
    if (!rstn) begin
        addr_a <= 0;
      data_a <= 0;
      addr_b <= 0;
      data_b <= 0;
    end else begin
      if (vld) begin
        if (addr >= 0 & addr <= ADDR_DIV) begin
          addr_a <= addr;
          data_a <= data;
            addr_b <= 0;
            data_b <= 0;
        end else begin
            addr_a <= 0;
            data_a <= 0;
          addr_b <= addr;
          data_b <= data;
        end
      end
    end
  end
endmodule
</file>
<file path="./run.sh">
#!/bin/bash
# OpenROAD 26Q1-2900-gdf79404cd8, Yosys 0.63+post, stock flow scripts
make -C /OpenROAD-flow-scripts/flow DESIGN_CONFIG=/design/flow/config.mk WORK_HOME=/design/flow/orfs finish
</file>
==> flow_summary.json <==
{
  "status": "finished, final reports clean",
  "cts_tree": "built",
  "setup_viol": 0,
  "worstMarginPinSlew_ps": 244,
  "cpPeakStageDelay_ps": 460,
  "xor_area_share_pct": 0,
  "antennaDiodeCount": 0,
  "layout-drive-gt1-share_pct": 38.5,
  "top_cell_area_share_pct": 39.5,
  "power_mw": 2.74,
  "postSynthSeqShare_pct": 39.5,
  "synth_area_um2": 2430,
  "core-area_um2": 5890,
  "worstSetupPathType": "reg -> out",
  "first_pass_iters": 4,
  "dieArea_um2": 6400,
  "grt_antenna_before_repair": 0,
  "crit_required_ps": 1120,
  "cts_buffers": 5,
  "grt_pass1_vias": 1672,
  "num_rows": 28,
  "cts_max_level": 2,
  "syn2layout_area_growth_pct": 39.5,
  "wl_per_cell_um": 13.7,
  "synth-compound-area-share_pct": 27.5,
  "die_h_um": 80.0,
  "synth-adder-area-share_pct": 0,
  "numPortBuffers": 74,
  "num_vias": 1753,
  "hold_violations": 0,
  "cp_max_fo": 2,
  "layout_top_cell": "dfxtp_2",
  "postSynthCellCount": 210,
  "cp-end-kind": "output port",
  "avgSynthCellArea_um2": 11.6,
  "top_area_cell": "dfxtp_1",
  "slew_violations": 0,
  "ys_chip_area_um2": 2430,
  "worst_hold_startpoint": "vld",
  "clock_latency_ps": 290,
  "grtUsageTotal_pct": 16.0,
  "fp-utilization_pct": 41.4,
  "grt_pass1_wl_um": 7790,
  "ys_sh_simple_pct": 23.6,
  "start_kind": "flop",
  "ys_cells": 210,
  "hpwl_um": 3030,
  "lay_top_cells": "dfxtp_2, clkdlybuf4s50_1, dlymetal6s2s_1",
  "fin_crit_sh_pct": 97.9,
  "finalCriticalPeriod_ps": 1370,
  "r2r_start": "data_a[7]",
  "crit_chain": "clkdlybuf4s50_1",
  "die_w_um": 80.0,
  "ios": 75,
  "grt_max_degree": 55,
  "detail-route-antenna-nets": 0,
  "clock-root-buffer": "clkbuf_8",
  "ys_ff": 48,
  "drtIter0Drc": 68,
  "clock_skew_ps": 0,
  "topCellsByArea": "dfxtp_1, o211ai_2, a21boi_2, o21a_1, and4bb_1",
  "fmax_ghz": 0.730,
  "p_per_area_nw_per_um2": 807,
  "mux_area_share_pct": 0.822,
  "logic_family": "AND-OR/OR-AND gates",
  "peakVddDrop_mv": 0.444,
  "crit_path_start": "data_a[10]",
  "drcViolationCount": 0,
  "tns_ps": 0,
  "overflow": 0,
  "gp_congestion": 0.722,
  "clock-sinks": 48,
  "cp_top_family": "buffers and inverters",
  "hold_path_class": "in -> reg",
  "cp.arrival_ps": 1090,
  "cap_violations": 0,
  "wirelength_um": 4850,
  "cp_num_buf_inv": 1,
  "leakage_nw": 1.72,
  "slew_headroom_pct": 83.5,
  "via_per_inst": 4.97,
  "clockBufferDepth": 2,
  "synth_cell_types": 21,
  "ys_warn_count": 1,
  "warnings": 25,
  "cpMaxStageDelayCell": "clkdlybuf4s50_1",
  "path_clk_slew_ps": 80
}
power breakdown:
group	internal [mW]	switching [mW]
clock network	0.404	0.445
logic	0.269	0.175
registers	1.42	0.0241
sequential cells by signal, indices dropped and copies added (netlist names):
register / cells
addr_a: 8
addr_b: 8
data_a: 16
data_b: 16
cell families (layout without fill, tap and decap cells):
group | Yosys count | after routing
flops | 48 | 48
mux | 2 | 2
buf+inv | 24 | 92
simple gates | 70 | 70
compound gates | 66 | 66
path summary, 6_finish.rpt:
kind,slack (ps),cells past startpoint,end
min reg2reg,480,2,data_b[15]
max reg2reg,670,2,data_a[7]
max,30,1,data_a[10]
min,440,4,addr_b[3]
timing repair:
item | 4_1_cts | 5_1_grt
setup endpoints to repair | 11 | 42
gates resized | 13 | 61
endpoints found under the hold margin | 0 | 0
hold buffers | 0 | 0
setup buffers | 0 | 2
cloned | 0 | 0
synthesized netlist by cell type:
library cell	n
a21boi_1	2
a21boi_2	20
and2b_1	6
and3b_1	2
and4bb_1	13
and4bb_2	4
buf_1	1
buf_12	3
buf_2	10
buf_4	2
buf_6	5
buf_8	1
clkbuf_1	2
dfxtp_1	48
mux2i_1	2
nand2b_1	22
nor2b_1	18
nor4bb_1	5
o211ai_1	2
o211ai_2	20
o21a_1	22
layout make-up:
| cell class | count | area (µm²) |
|---|---|---|
| tap | 75 | 93.8 |
| fill | 523 | 2490 |
| sequential | 48 | 1020 |
| clock buffer | 8 | 90.1 |
| timing repair buffer | 84 | 931 |
| multi-input combinational | 138 | 1270 |
per-stage QoR:
stage / utilization, % / worst slack, ps / cells / hold slack (ps) / cell area (µm²)
4_1_cts: 55.6 / 0.611 / 351 / 445 / 3270
6_report: 57.7 / 30.0 / 353 / 444 / 3400
3_5_place_dp: 53.8 / 118 / 343 / 467 / 3170
3_3_place_gp: 53.8 / 118 / 343 / 461 / 3170
5_1_grt: 57.7 / -0.299 / 353 / 448 / 3400
2_1_floorplan: - / 409 / 210 / 429 / 2430
layer usage:
| layer | part of all wire (%) | track usage, % | up-vias |
|---|---|---|---|
| li1 | - | - | 892 |
| met1 | 50 | 23.4 | 809 |
| met3 | 5.9 | 3.83 | 5 |
| met2 | 43 | 25.1 | 47 |
| met5 | 0 | 0 | - |
| met4 | 1.2 | 1.96 | 0 |
worst min-delay path, stage by stage:
cell and delay [ps]:
buf_2 130, buf_12 170, o211ai_2 80, a21boi_2 50
Power and IR drop assume default switching activity.
